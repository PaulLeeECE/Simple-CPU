$ cat flow/constraint.sdc
current_design SCPU

set clk_period 16.0
set clk_io_pct 0.2

create_clock -name clk0 -period $clk_period [get_ports {clk}]

set non_clock_inputs [all_inputs -no_clocks]
set_input_delay [expr $clk_period * $clk_io_pct] -clock clk0 $non_clock_inputs
set_output_delay [expr $clk_period * $clk_io_pct] -clock clk0 [all_outputs]
$ cat flow/config.mk
export PLATFORM = sky130hd
export DESIGN_NAME = SCPU
export DESIGN_NICKNAME = SCPU
export VERILOG_FILES = /design/flow/design.v
export SDC_FILE = /design/flow/constraint.sdc
export NUM_CORES = 4
export LEC_CHECK = 1
export CORE_UTILIZATION = 50
$ cat flow/design.v
module SCPU(
    clk,
    rst_n,
    in_valid,
    instruction,
    MEM_out,
    busy,
    out_valid,
    out0,
    out1,
    out2,
    out3,
    out4,
    out5,
    out6,
    out7,
    out8,
    out9,
    out10,
    out11,
    out12,
    out13,
    out14,
    out15,
    WEN,
    ADDR,
    MEM_in
);
input clk, rst_n, in_valid;
input [18:0] instruction;
output reg busy, out_valid;
output reg signed [15:0] out0, out1, out2, out3, out4, out5, out6, out7, out8, out9, out10, out11, out12, out13, out14, out15;
input signed [15:0] MEM_out;
output reg WEN;
output reg signed [15:0] MEM_in;
output reg [12:0] ADDR;
reg [2:0] opcode;
reg [3:0] rs_s1, rt_s1, rd_s1, rl_s1;
reg [3:0] rs_s2, rt_s2, rd_s2, rl_s2;
reg [3:0] rt_s3, rd_s3, rl_s3;
reg [3:0] rt_s4, rd_s4, rl_s4;
reg [3:0] rt_s5, rd_s5, rl_s5;
reg [3:0] func;
reg signed [7:0] imm_s1, imm_s2, imm_s3;
reg in_valid_s1, in_valid_s2, in_valid_s3, in_valid_s4, in_valid_s5;
reg signed [18:0] instruction_s1;
reg [4:0] calculate_s1, calculate_s2, calculate_s3, calculate_s4, calculate_s5;
reg signed [15:0] register [15:0];
reg signed [15:0] rs_data_s2, rt_data_s2, rd_data_s2, rl_data_s2;
reg signed [15:0] rs_data_s3, rt_data_s3, rd_data_s3, rl_data_s3;
reg signed [31:0] alu_result, alu_result_s4, alu_result_s5;
reg signed [15:0] load_memory, load_memory_s5;
parameter IDLE = 0;
parameter AND = 1;
parameter OR = 2;
parameter XOR = 3;
parameter ADD = 4;
parameter SUB = 5;
parameter MULT = 6;
parameter BEQ = 7;
parameter SLT = 8;
parameter ADDI = 9;
parameter SUBI = 10;
parameter STORE = 11;
parameter LOAD = 12;
always@(posedge clk,negedge rst_n)begin
	if(!rst_n)begin
		in_valid_s1 <= 0;
		in_valid_s2 <= 0;
		in_valid_s3 <= 0;
		in_valid_s4 <= 0;
		in_valid_s5 <= 0;
		instruction_s1 <= 0;
		busy <= 0;
		out_valid <= 0;
		out0 <= 0;
		out1 <= 0;
		out2 <= 0;
		out3 <= 0;
		out4 <= 0;
		out5 <= 0;
		out6 <= 0;
		out7 <= 0;
		out8 <= 0;
		out9 <= 0;
		out10 <= 0;
		out11 <= 0;
		out12 <= 0;
		out13 <= 0;
		out14 <= 0;
		out15 <= 0;
		WEN <= 1;
	end
	else begin
		busy <= 0;
		out0 <= register[0];
		out1 <= register[1];
		out2 <= register[2];
		out3 <= register[3];
		out4 <= register[4];
		out5 <= register[5];
		out6 <= register[6];
		out7 <= register[7];
		out8 <= register[8];
		out9 <= register[9];
		out10 <= register[10];
		out11 <= register[11];
		out12 <= register[12];
		out13 <= register[13];
		out14 <= register[14];
		out15 <= register[15];
		in_valid_s1 <= in_valid;
		instruction_s1 <= instruction;
		in_valid_s2 <= in_valid_s1;
		rs_s2 <= rs_s1;
		rt_s2 <= rt_s1;
		rd_s2 <= rd_s1;
		rl_s2 <= rl_s1;
		imm_s2 <= imm_s1;
		calculate_s2 <= calculate_s1;
		in_valid_s3 <= in_valid_s2;
		rt_s3 <= rt_s2;
		rd_s3 <= rd_s2;
		rl_s3 <= rl_s2;
		rs_data_s3 <= rs_data_s2;
		rt_data_s3 <= rt_data_s2;
		rd_data_s3 <= rd_data_s2;
		rl_data_s3 <= rl_data_s2;
		imm_s3 <= imm_s2;
		calculate_s3 <= calculate_s2;
		if( calculate_s2 == STORE ) begin			
			WEN <= 0;
		end
		else if( calculate_s2 == LOAD ) begin
			WEN <= 1;
		end
		MEM_in <= rt_data_s2;
		in_valid_s4 <= in_valid_s3;
		rt_s4 <= rt_s3;
		rd_s4 <= rd_s3;
		rl_s4 <= rl_s3;
		alu_result_s4 <= alu_result;
		calculate_s4 <= calculate_s3;
		in_valid_s5 <= in_valid_s4;
		rt_s5 <= rt_s4;
		rd_s5 <= rd_s4;
		rl_s5 <= rl_s4;
		alu_result_s5 <= alu_result_s4;
		calculate_s5 <= calculate_s4;
		load_memory_s5 <= load_memory;
		out_valid <= in_valid_s5;
	end
end
always@(*) begin
	register[0] = out0;
	register[1] = out1;
	register[2] = out2;
	register[3] = out3;
	register[4] = out4;
	register[5] = out5;
	register[6] = out6;
	register[7] = out7;
	register[8] = out8;
	register[9] = out9;
	register[10] = out10;
	register[11] = out11;
	register[12] = out12;
	register[13] = out13;
	register[14] = out14;
	register[15] = out15;
	calculate_s1 = IDLE;	
	rs_s1 = instruction_s1[15:12];
	rt_s1 = instruction_s1[11:8];
	rd_s1 = instruction_s1[7:4];
	rl_s1 = instruction_s1[3:0];
	imm_s1 = instruction_s1[7:0];
	rs_data_s2 = 0;
	rt_data_s2 = 0;
	rd_data_s2 = 0;
	rl_data_s2 = 0;
	alu_result = 0;
	load_memory = 0;
	ADDR = 0;
	if( in_valid_s1 ) begin
		case( instruction_s1[18:16] )
			3'b000: begin
				case( instruction_s1[3:0] )
					4'b0000: begin
						calculate_s1 = AND;
					end
					4'b0001: begin
						calculate_s1 = OR;
					end
					4'b0010: begin
						calculate_s1 = XOR;
					end
					4'b0011: begin
						calculate_s1 = ADD;
					end
					4'b0100: begin
						calculate_s1 = SUB;
					end
				endcase
			end
			3'b001: begin
				calculate_s1 = MULT;
			end
			3'b010: begin
				calculate_s1 = BEQ;
			end
			3'b111: begin
				calculate_s1 = SLT;
			end
			3'b011: begin
				calculate_s1 = ADDI;
			end
			3'b100: begin
				calculate_s1 = SUBI;
			end
			3'b101: begin
				calculate_s1 = STORE;
			end
			3'b110: begin
				calculate_s1 = LOAD;
			end
		endcase
	end
	rs_data_s2 = register[rs_s2];
	rt_data_s2 = register[rt_s2];
	rd_data_s2 = register[rd_s2];
	rl_data_s2 = register[rl_s2];
	case( calculate_s3 )
		AND: begin
			alu_result = rs_data_s3 & rt_data_s3;
		end
		OR: begin
			alu_result = rs_data_s3 | rt_data_s3;
		end
		XOR: begin
			alu_result = rs_data_s3 ^ rt_data_s3; 
		end
		ADD: begin
			alu_result = rs_data_s3 + rt_data_s3;
		end
		SUB: begin
			alu_result = rs_data_s3 - rt_data_s3;
		end
		MULT: begin
			alu_result = rs_data_s3 * rt_data_s3;
		end
		BEQ: begin
			if( rs_data_s3 == rt_data_s3 ) begin
				alu_result = 1;
			end
			else begin
				alu_result = 0;
			end
		end
		SLT: begin
			if( rs_data_s3 < rt_data_s3 ) begin
				alu_result = 1;
			end
			else begin
				alu_result = 0;
			end
		end
		ADDI: begin
			alu_result = rs_data_s3 + imm_s3;
		end
		SUBI: begin
			alu_result = rs_data_s3 - imm_s3;
		end
		STORE: begin
			alu_result = rs_data_s3[12:0] + imm_s3;
			ADDR = alu_result[12:0];
		end
		LOAD: begin
			alu_result = rs_data_s3[12:0] + imm_s3;
			ADDR = alu_result[12:0];
		end
	endcase
	if( calculate_s4 == LOAD ) begin
		load_memory = MEM_out;
	end
	case( calculate_s5 )
		AND, OR, XOR, ADD, SUB: begin
			register[rd_s5] = alu_result_s5[15:0];
		end
		MULT: begin
			register[rd_s5] = alu_result_s5[31:16];
			register[rl_s5] = alu_result_s5[15:0];
		end
		BEQ: begin
			if( alu_result_s5 == 1 ) begin
				register[rd_s5] = 1;
				register[rl_s5] = 0;
			end
			else begin
				register[rd_s5] = 0;
				register[rl_s5] = 1;
			end
		end
		SLT: begin
			if( alu_result_s5 == 1 ) begin
				register[rd_s5] = 1;
				register[rl_s5] = 0;
			end
			else begin
				register[rd_s5] = 0;
				register[rl_s5] = 1;
			end
		end
		ADDI, SUBI: begin
			register[rt_s5] = alu_result_s5[15:0];
		end
		LOAD: begin
			register[rt_s5] = load_memory_s5;
		end
	endcase
end
endmodule
$ cat flow/run.sh
#!/bin/bash
# OpenROAD 26Q1-2900-gdf79404cd8, Yosys 0.63+post, stock flow scripts
make -C /OpenROAD-flow-scripts/flow DESIGN_CONFIG=/design/flow/config.mk WORK_HOME=/design/flow/orfs finish
==> qor.tcl <==
set qor(cts.htree.levels) 2
set qor(maxClockFrequency_mhz) 133.3
set qor(most_repeated_cell_in_the_gate_level_netlist_after_synthesis) {sky130_fd_sc_hd__nor2_1}
set qor(drv_slew) 0
set qor(post_route_cells_drive_above_1_share_pct) 11.87
set qor(design.portCount) 326
set qor(cts-root-to-sink-buffers) 3
set qor(critical_path_required_ns) 16.35
set qor(yosys_register_bits) 462
set qor(route.vias.total) 34350
set qor(relSlewSlack_pct) 26.49
set qor(clock_tree.root_cell) {sky130_fd_sc_hd__clkbuf_16}
set qor(grt_first_pass_wirelength_um) 236900
set qor(clk_pin_slew_ns) 0.06
set qor(yosys-stat-area_mm2) 0.03781
set qor(ant_nets) 0
set qor(finalHoldViolCount) 0
set qor(rsz_0062_raised_after_global_routing) {no}
set qor(chip_area_mm2) 0.07672
set qor(critPathKind) {reg2reg}
set qor(layout_min_cycle_time_ns) 7.500
set qor(fp_util_pct) 50.70
set qor(core_area_mm2) 0.07457
set qor(drt-wirelength-per-cell_um) 31.45
set qor(totalNegativeSetupSlack_ns) 0
set qor(top_cells_by_count) {419 x sky130_fd_sc_hd__nor2_1, 352 x sky130_fd_sc_hd__inv_1, 327 x sky130_fd_sc_hd__nand2_1}
set qor(top_area_share_pct) 18.60
set qor(postLayoutCoreUtil_pct) 59.49
set qor(worst_skew_pair.late_latency_ns) 0.65
set qor(wl_met2_um) 69750
set qor(enable_flop_cells) 180
set qor(drc) 0
set qor(dp.final_hpwl_um) 117100
set qor(first_global_vias) 33730
set qor(iteration_0_drc_markers) 3928
set qor(floorplan.die.width_um) 277.0
set qor(gp_congestion) 1.100
set qor(antenna_found_initial) 3
set qor(sum_of_met3_wire_segment_lengths_after_detailed_routing_um) 23210
set qor(detailed_route_wl_um) 163700
set qor(critical_path_endpoint_category) {flip-flop}
set qor(fin_worst_skew_ns) 0.04398
set qor(maxUsedRoutingLayer) {met5}
set qor(gr-usage-all-layers_pct) 45.33
set qor(fin_hold_ws_ns) 0.3482
set qor(synth_async_sr_flop_share_pct) 61.04
set qor(drt_pass1_iterations) 8
set qor(synthesis.area_per_instance_um2) 9.577
set qor(grt.overflow.total) 0
set qor(warning_count) 75
set qor(yosys_most_used_dff) {sky130_fd_sc_hd__dfrtp_1}
set qor(port_buffers) 324
set qor(post-synth-top-area-cell) {sky130_fd_sc_hd__dfrtp_1}
set qor(syn_inst) 3948
set qor(met1_wire_length_um) 59720
set qor(tritoncts) {yes}
set qor(tritoncts.num_buffers) 55
set qor(min-delay-path-class) {reg2reg}
set qor(cap_violations) 0
set qor(cts.sinks) 462
set qor(sequential_cell_area_fraction_in_the_yosys_report_pct) 32.96
set qor(ys_top_cells_by_area) {sky130_fd_sc_hd__dfrtp_1 19%, sky130_fd_sc_hd__edfxtp_1 14%, sky130_fd_sc_hd__fa_1 14%, sky130_fd_sc_hd__mux2_2 6.2%, sky130_fd_sc_hd__ha_1 5.4%}
set qor(outcome) {finished clean}
set qor(grt_max_degree) 65
set qor(synth-warning-count) 2
set qor(max_slew.worst_pin.slew_ns) 1.097
set qor(mappedNetlistArea_mm2) 0.03781
set qor(holdBufCountCts) 0
set qor(placementRows) 100
set qor(layout_worst_path_cycle_share_pct) 46.88
set qor(nature_of_the_critical_path_startpoint) {flip-flop}
set qor(post-cts-setup-buffers) 0
set qor(setup_viol) 0
set qor(worst-path-max-fanout) 16
set qor(count_of_different_cell_masters_after_synthesis) 87
set qor(yosys-stat-cells) 3948
set qor(post_cts_resized) 0
set qor(die_y_um) 277.0
set qor(arrival_worst_endpoint_ns) 7.85
set qor(area_growth_pct) 17.33
set qor(via_per_inst) 6.601
sequential cells by signal, indices dropped and copies added, names as in the netlist, 5 cells and up:
register	count
out11	16
instruction_s1	19
rs_data_s3	16
out14	16
out4	16
alu_result_s5	32
out9	16
out6	16
out3	16
out7	16
out8	16
load_memory_s5	16
out2	16
MEM_in	16
out1	16
out10	16
out13	16
out5	16
out15	16
out12	16
imm_s2	5
out0	16
alu_result_s4	32
metrics by stage:
stage / cell area, µm² / instances / setup WS (ns)
3_5_place_dp: 42440 / 5094 / 8.613
3_3_place_gp: 42440 / 5094 / 8.634
4_1_cts: 44350 / 5198 / 8.577
5_1_grt: 44350 / 5198 / 8.132
2_1_floorplan: 37810 / 3948 / 9.615
6_report: 44360 / 5204 / 8.500
placed cells by master (no fill, tap or decap), drive strengths merged, types with 12 or more instances in the layout:
cell	count
buf	137
inv	359
a221oi	42
clkbuf	82
clkdlybuf4s50	323
nand2b	29
nor4	17
nand4	55
clkinv	21
o21a	12
a222oi	18
edfxtp	180
nand3	37
a22o	26
a31oi	141
dfrtp	281
mux2	225
xnor2	41
a21oi	136
o221ai	14
xor2	28
o21ai	185
ha	164
a22oi	210
nand2	327
o22a	38
fa	266
o22ai	18
nor2b	26
mux2i	126
and2	26
nor3	47
nor2	420
kinds of logic (layout without fill, tap and decap cells):
family                     after synthesis  in the layout  synth area share, %
AOI/OAI and AO/OA                      951            951                17.20
xor gates and xnor gates                69             69                1.598
other                                    1              7             0.009918
buffers and inverters                  648            929                6.572
and+or+nand+nor                       1036           1036                12.11
DFF                                    462            462                32.96
muxes                                  351            351                10.04
adders and majority gates              430            430                19.51
critical path, stage by stage (launching register included):
cell                        delay (ns)
sky130_fd_sc_hd__edfxtp_1         0.87
sky130_fd_sc_hd__clkinv_1         0.64
sky130_fd_sc_hd__nor2_1           0.31
sky130_fd_sc_hd__fa_1             0.44
sky130_fd_sc_hd__inv_1            0.09
sky130_fd_sc_hd__fa_1             0.44
sky130_fd_sc_hd__fa_1             0.51
sky130_fd_sc_hd__inv_1            0.05
sky130_fd_sc_hd__fa_1             0.49
sky130_fd_sc_hd__fa_1             0.49
sky130_fd_sc_hd__inv_1            0.05
sky130_fd_sc_hd__fa_1             0.47
sky130_fd_sc_hd__inv_1            0.05
sky130_fd_sc_hd__ha_1             0.41
sky130_fd_sc_hd__nand4_1          0.26
sky130_fd_sc_hd__inv_1            0.14
sky130_fd_sc_hd__o2111ai_1        0.23
sky130_fd_sc_hd__a21boi_1         0.37
sky130_fd_sc_hd__o221ai_1         0.29
sky130_fd_sc_hd__a2bb2oi_1        0.22
sky130_fd_sc_hd__a21oi_1          0.17
sky130_fd_sc_hd__xnor2_1          0.13
sky130_fd_sc_hd__o21ai_0          0.10
routing by layer:
layer,track usage [%],up-vias
met4,21.44,9
met1,62.41,16570
met3,20.38,722
met2,63.42,2557
li1,-,14500
met5,2.814,-
final timing paths:
check | from | to | slack [ns] | depth (start not counted)
worst min register to register | in_valid_s4$_DFF_PN0_ | in_valid_s5$_DFF_PN0_ | 0.35 | 0
worst min-delay path | in_valid_s4$_DFF_PN0_ | in_valid_s5$_DFF_PN0_ | 0.35 | 0
max in group asynchronous | rst_n | out10[1]$_DFFE_PN0P_ | 11.03 | 4
min in group asynchronous | rst_n | out15[12]$_DFFE_PN0P_ | 2.52 | 1
worst max-delay path | rs_data_s3[9]$_DFFE_PP_ | alu_result_s4[31]$_DFFE_PP_ | 8.50 | 22
worst max register to register | rs_data_s3[9]$_DFFE_PP_ | alu_result_s4[31]$_DFFE_PP_ | 8.50 | 22
layout make-up:
| class | instances | area [µm²] |
|---|---|---|
| multi-input cells | 2838 | 23120 |
| well taps | 969 | 1212 |
| clock inverters | 22 | 246.5 |
| flip-flops and latches | 462 | 12460 |
| inverters | 365 | 1370 |
| clock buffers | 82 | 1662 |
| diodes | 6 | 15.01 |
| fillers | 6286 | 30210 |
| repair buffers | 460 | 4269 |
